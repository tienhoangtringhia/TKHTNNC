==> design.v <==
module clock_generate (s_clk, rst_n, clk);
parameter HALF_SECOND = 24999999;
input s_clk;
input rst_n;
output clk;
wire clk;
reg pre_clk;
reg update_en;
reg[25:0] counter;
always@(posedge s_clk or negedge rst_n) begin
   if(!rst_n)begin
      counter<=0;
   end
   else if(update_en==1)begin
      counter<=0;
   end
   else begin 
       counter<=counter+1;
   end
end
always@(posedge s_clk or negedge rst_n) begin
   if(!rst_n)begin
      pre_clk<=0;
      update_en<=0;
   end
   else if(counter== HALF_SECOND)begin
      pre_clk<=!pre_clk;
      update_en<=1;
   end
   else begin
      update_en<=0;
   end
end
assign clk=pre_clk;
endmodule 
module decimal_decode(factor, hex_format_output1, hex_format_output2);
input [6:0] factor;
output [3:0] hex_format_output1;
output [3:0] hex_format_output2;
reg [3:0] hex_format_output1;
reg [3:0] hex_format_output2;
always@(factor) begin
   hex_format_output1 <= factor/10;
   hex_format_output2 <= factor%10;
end
endmodule
module led_export (input_hex,led7);
  input [3:0] input_hex;
  output [6:0] led7;
  reg [6:0] led7;
always@(input_hex) begin
   case(input_hex)
      0:led7=7'b0000001;
      1:led7=7'b1001111;
      2:led7=7'b0010010;
      3:led7=7'b0000110;
      4:led7=7'b0000110;
      5:led7=7'b1001100;
      6:led7=7'b0100100;
      7:led7=7'b0100000;
      8:led7=7'b0000000;
      9:led7=7'b0001100;
   endcase
end
endmodule
module top (s_clk, rst_n, led7_01, led7_02, led7_06, led7_07, light_1, light_2);
input s_clk;
input rst_n;
output [6:0] led7_01;
output [6:0] led7_02;
output [6:0] led7_06;
output [6:0] led7_07;
output [2:0] light_1;
output [2:0] light_2;
wire clk;
wire [6:0] time_dis_1,time_dis_2;
wire [3:0] input_hex1;
wire [3:0] input_hex2;
wire [3:0] input_hex3;
wire [3:0] input_hex4;
clock_generate X01 (.s_clk(s_clk), .rst_n(rst_n), .clk(clk));
traffic_light X02 (.clk(clk), .rst_n(rst_n), .light_1(light_1), .light_2(light_2), .time_dis_1(time_dis_1), .time_dis_2(time_dis_2));
decimal_decode X03 (.factor(time_dis_1),.hex_format_output1(input_hex1),.hex_format_output2(input_hex2));
decimal_decode X04 (.factor(time_dis_2),.hex_format_output1(input_hex3),.hex_format_output2(input_hex4));
led_export X05 (.input_hex(input_hex1),.led7(led7_01));
led_export X06 (.input_hex(input_hex2),.led7(led7_02));
led_export X07 (.input_hex(input_hex3),.led7(led7_06));
led_export X08 (.input_hex(input_hex4),.led7(led7_07));
endmodule
module traffic_light(clk, rst_n, light_1, light_2, time_dis_1, time_dis_2);  
parameter TIMEDIS = 7;    
parameter INI = 0;
parameter D_X = 1;
parameter D_V = 2;
parameter X_D = 3;
parameter V_D = 4;
input clk;
input rst_n;
output [2:0] light_1;  
output [2:0] light_2;  
output [TIMEDIS-1:0] time_dis_1;
output [TIMEDIS-1:0] time_dis_2;
reg [2:0] light_1;  
reg [2:0] light_2;  
reg [TIMEDIS-1:0] time_dis_1;
reg [TIMEDIS-1:0] time_dis_2;
reg [2:0] next_state;
wire [2:0] state;
reg [7:0] counter;
reg [7:0] next_counter;
reg [7:0] pre_next_counter;
reg state_ena;
always@(posedge clk or negedge rst_n) begin
    if(!rst_n) begin
        next_state <= INI;
        nect_counter <= 0;
    end
    else if(state==INI) begin
        next_state <= D_X;
        nect_counter <= 35;
    end
    else if (state_ena) begin
        case (state)
            D_X: begin
                next_state <= D_V;
                next_counter <= 3;
            end
            D_V: begin
                next_state <= X_D;
                next_counter <= 35;
            end
            X_D: begin
                next_state <= V_D;
                next_counter <= 3;
            end
            default: begin  
                next_state <= D_X;
                next_counter <= 35;
            end
        endcase
    end  
    else begin
        next_state <= state;
        next_counter <= pre_next_counter;
    end
end
assign state = next_state;
assign pre_next_counter = next_counter;
always@(posedge clk or negedge rst_n) begin
    if (!rst_n) begin
        light_1 <= 0;
        light_2 <= 0;
    end
    else if (state==INI) begin  
        light_1 <= 3'b000;
        light_2 <= 3'b000;
    end
    else if (state==D_X) begin
        light_1 <= 3'b100;
        light_2 <= 3'b001;
    end
    else if (state==D_V) begin
        light_1 <= 3'b100;
        light_2 <= 3'b010;
    end
    else if (state==X_D) begin
        light_1 <= 3'b001;
        light_2 <= 3'b100;
    end
    else begin  
        light_1 <= 3'b010;
        light_2 <= 3'b100;
    end
end
always@(posedge clk or negedge rst_n) begin
    if (!rst_n) begin
        time_dis_1 <= 0;
        time_dis_2 <= 0;
    end
    else if (state==INI) begin  
        time_dis_1 <= 0;
        time_dis_2 <= 0;
    end
    else if (state==D_X) begin
        if(counter==0) begin
            time_dis_1 <= 39;
            time_dis_2 <= 35;
        end
        else begin
            time_dis_1 <= counter+4-1;
            time_dis_2 <= counter-1;
        end
    end
    else if (state==D_V) begin
        if (counter==0)begin
            time_dis_1 <= 3;
            time_dis_2 <= 3;
        end
        else begin
            time_dis_1 <= counter-1;
            time_dis_2 <= counter-1;
        end
    end
    else if (state==X_D) begin
        if (counter==0)begin
            time_dis_1 <= 35;
            time_dis_2 <= 39;
        end
        else begin
            time_dis_1 <= counter-1;
            time_dis_2 <= counter+4-1;
        end
    end
    else begin
        if (counter===0) begin
            time_dis_1 <= 3;
            time_dis_2 <= 3;
        end
        else begin
            time_dis_1 <= counter -1;
            time_dis_2 <= counter -1;
        end
    end
end 
always@(posedge clk or negedge rst_n) begin
    if (!rst_n) begin
        counter <= 0;
    end
    else begin
        if(counter==0) begin
            counter <= next_counter;
        end
        else begin
            if(counter==2) begin
                state_ena <=1;
            end
            else begin
                state_ena <=0;
            end
        counter <= counter -1;
        end
    end
end   
endmodule
==> run.sh <==
#!/bin/bash
# OpenROAD 26Q1-2900-gdf79404cd8, Yosys 0.63+post, stock flow scripts
make -C /OpenROAD-flow-scripts/flow DESIGN_CONFIG=/design/flow/config.mk WORK_HOME=/design/flow/orfs finish
==> config.mk <==
export PLATFORM = sky130hd
export DESIGN_NAME = top
export DESIGN_NICKNAME = top
export VERILOG_FILES = /design/flow/design.v
export SDC_FILE = /design/flow/constraint.sdc
export NUM_CORES = 4
export LEC_CHECK = 1
export CORE_UTILIZATION = 40
==> constraint.sdc <==
current_design top

set clk_period 3.2
set clk_io_pct 0.2

create_clock -name clk0 -period $clk_period [get_ports {s_clk}]

set non_clock_inputs [all_inputs -no_clocks]
set_input_delay [expr $clk_period * $clk_io_pct] -clock clk0 $non_clock_inputs
set_output_delay [expr $clk_period * $clk_io_pct] -clock clk0 [all_outputs]
==> impl_metrics.ini <==
; yosys + openroad results
[yosys]
yosysTopAreaCellShare_pct = 28.81
netlist_area_um2 = 5037
synth-edff-count = 2
synth.area.mux_share_pct = 1.937
synthAoiAreaFrac_pct = 19.72
synthAdderAreaFrac_pct = 2.360
top_cell = nor2_1
ys.flop_type = dfrtp_1
synthCells = 591
simple_gate_area_share_pct = 25.66
common_cells = nor2_1 (86), dfrtp_1 (58), nand2_1 (45), dlxtn_1 (28), o21ai_0 (25)
largest_area_cell = dfrtp_1
syn_area_per_cell_um2 = 8.523
synthArstFlopShare_pct = 66.29
area_leaders = dfrtp_1 (29%), dlxtn_1 (8.3%), nor2_1 (6.4%), xor2_1 (3.8%), nand2_1 (3.4%)
netlist-cell-type-count = 85
xor_share_pct = 6.061
yosys-stat-cells = 591
ys_ff = 89
synth_chip_area_um2 = 5037
ys_top_logic_family = simple AND/OR/NAND/NOR gates
yosys_warnings = 8

[sta]
finalHoldViolCount = 0
finalClockPeriodUsage_pct = 63.34
finalSetupViolations = 0
worst_pin_slew_ns = 0.8413
rsz0062_at_grt = no
report.final.slew_viol_count = 0
unclocked_pins = 61
fmax_ghz = 0.4934
worst_clock_skew_ns = 0.003211
timing.final.ws_setup_ns = 1.173
untimed_endpoints = 96
slew_headroom_pct = 43.91
fin_setup_tns_ns = 0
fin_crit_ns = 2.027

[setup_path]
cp_data_required_time_ns = 3.31
r2r-end = X01.counter[24]
cp_top_family = simple AND/OR/NAND/NOR gates
worstReg2RegStart = X01.counter[0]
critPathMaxFanout = 5
slowest_stage = dfrtp_1
cp_num_buf_inv = 0
r2r_cells = 8
critPathMaxStageDelay_ns = 0.37
r2r_setup_slack_ns = 1.17
worstPathCellList = ha_1, nand2_1, nor2_1, and3_1, and4_1, nand3_1, xor2_1, nor2_1
cp_common_cell = nor2_1
worstSetupPathType = reg -> reg
cp.arrival_ns = 2.14
cp-start-kind = register
endpoint_kind = register

[clock_tree]
cts_setup_buffers = 0
cts_hold_buf = 0
cts_buffers = 3
cts_resized = 0
cts.clk_slew.worst_paths_ns = 0.06
clock_latency_ns = 0.26
cts_buffer_depth = 2
cts_tree = built
cts-root-buf = clkbuf_16
htreeDepth = 1

[grt]
grt_util_met2_pct = 23.92
busiest_layer = met1
antenna_found_initial = 0
grt_max_degree = 34
grt_pass1_wl_um = 16360
met1_usage_pct = 24.55
overflow = 0
first_global_vias = 3570
gr-usage-met3_pct = 1.187
grt.total_usage_pct = 15.16

[floorplanning]
floorplan.core_util_pct = 41.42
row_count = 40
ios = 36
dieArea_um2 = 13050
die_w_um = 114.2
core_area_um2 = 12160
die_h_um = 114.2

[layout]
drive_gt1_share_pct = 6.745
area.growth.synth_to_final_pct = 9.886
final_cell_area_um2 = 5535

[detailed_routing]
drt-initial-drc-count = 245
n_antenna_cell = 0
wl_um = 9424
drt.antenna.violating_nets = 0
dr.pass1.iters = 5
viasPerCell = 5.399
wl_per_cell_um = 12.38
dr_total_vias = 4109
drc = 0

[job]
warning_count = 27
maxCapViolations = 0

[place]
dpl_worst_slack_ns = 1.193
placed_cell_area_um2 = 5430
gp_congestion = 0.8864
portBuffers = 35
place_hpwl_um = 6798

[status]
status = completed

[pwr]
ir_drop_mv = 0.3678
power_leakage_uw = 0.002345
p_per_area_nw_per_um2 = 131.8

[min_path]
hp-class = in -> async
metrics by stage:
| stage | hold slack [ns] | total power, uW | utilization, % | instances |
|---|---|---|---|---|
| 6_report | 0.2770 | 729.3 | 45.51 | 761 |
| 5_1_grt | 0.2918 | 758.1 | 45.51 | 761 |
| 4_1_cts | 0.2867 | 742.0 | 45.51 | 761 |
| 3_5_place_dp | 0.4521 | 379.1 | 44.65 | 757 |
| 3_3_place_gp | 0.4380 | 378.8 | 44.65 | 757 |
| 2_1_floorplan | 0.3444 | 361.5 | - | 591 |
worst reg2reg max path: stages, from the launching register on:
cell and delay (ns):
dfrtp_1 0.37, ha_1 0.21, nand2_1 0.07, nor2_1 0.32, and3_1 0.30, and4_1 0.30, nand3_1 0.11, xor2_1 0.15
nor2_1 0.06
worst max-delay path by stage:
stage                           from              end  cells after the start
final                 X01.counter[0]  X01.counter[24]                      8
after CTS             X01.counter[0]  X01.counter[24]                      8
after global routing  X01.counter[0]  X01.counter[22]                      8
logic make-up (layout without fill, tap and decap cells):
group	after synthesis	in the layout
buffers and inverters	59	61
AOI/OAI and AO/OA	135	135
and+or+nand+nor	254	254
adders and majority gates	10	10
latches	28	28
xor gates and xnor gates	34	34
other	1	1
DFF	61	61
muxes	9	9
where the power goes:
part	internal, uW	switching, uW
registers	354	0
logic	2.36	14.7
clock network	249	110
routing by layer:
layer	share of wire, %	vias to the layer above	routed length, um
met5	0	-	0
met4	0.37	0	35
met3	3.0	4	287
met2	46	87	4337
met1	51	1909	4763
li1	-	2109	-
state kept, by name, indices dropped and copies added (netlist names), named ones only:
signal / count
X01.counter: 26
X01.pre_clk: 1
X01.update_en: 1
X02.counter: 8
X02.light_1: 3
X02.light_2: 3
X02.next_counter: 1
X02.next_state: 2
X02.state_ena: 1
X02.time_dis_1: 7
X02.time_dis_2: 5
X05.led7: 7
X06.led7: 7
X07.led7: 7
X08.led7: 7
placed cells by master, fill, tap and decap left out, types with 11 or more instances in the layout:
master and n:
nor2_1 86, dfrtp_1 58, nand2_1 45, clkdlybuf4s50_1 34
dlxtn_1 28, o21ai_0 25, a21oi_1 24, xor2_1 22
nand3_1 21, nand2b_1 14, and3_1 14, inv_1 13
nor2b_1 12, nor3_1 12, xnor2_1 11
final cells by class:
type,instances,area [um2]
Fill cell,1175,6626
Multi-Input combinational cell,443,2811
Sequential cell,89,1958
Timing Repair Buffer,41,390.4
Tap cell,168,210.2
Clock buffer,3,75.07
Inverter,16,60.06
Clock inverter,1,30.03
No activity file was given, so power comes from the tool's default toggle rates.
