==> flow/design.v <==
module example1_and_gate (system_clock, system_rst_n, first_data_in, second_data_in, data_out_and_gate);
parameter DATA_WIDTH = 8;
input system_clock;
input system_rst_n;
input [DATA_WIDTH-1:0] first_data_in;
input [DATA_WIDTH-1:0] second_data_in;
output [DATA_WIDTH-1:0] data_out_and_gate;
reg [DATA_WIDTH-1:0] data_out_and_gate;
wire [DATA_WIDTH-1:0] pre_data_out_and_gate;
assign pre_data_out_and_gate = first_data_in & second_data_in;
always@(posedge system_clock or negedge system_rst_n) begin
    if(system_rst_n==1'b0) begin
       data_out_and_gate <= 0;
    end
    else begin
       data_out_and_gate <= pre_data_out_and_gate;
    end
end
endmodule       
==> flow/run.sh <==
#!/bin/bash
# OpenROAD 26Q1-2900-gdf79404cd8, Yosys 0.63+post, stock flow scripts
make -C /OpenROAD-flow-scripts/flow DESIGN_CONFIG=/design/flow/config.mk WORK_HOME=/design/flow/orfs finish
==> flow/config.mk <==
export PLATFORM = sky130hd
export DESIGN_NAME = example1_and_gate
export DESIGN_NICKNAME = example1_and_gate
export VERILOG_FILES = /design/flow/design.v
export SDC_FILE = /design/flow/constraint.sdc
export NUM_CORES = 4
export LEC_CHECK = 1
export CORE_AREA = 10 10 70 70
export DIE_AREA = 0 0 80 80
==> flow/constraint.sdc <==
current_design example1_and_gate

set clk_period 1.0
set clk_io_pct 0.2

create_clock -name clk0 -period $clk_period [get_ports {system_clock}]

set non_clock_inputs [all_inputs -no_clocks]
set_input_delay [expr $clk_period * $clk_io_pct] -clock clk0 $non_clock_inputs
set_output_delay [expr $clk_period * $clk_io_pct] -clock clk0 [all_outputs]
==> results.py <==
# Synthesis and PnR figures
metrics = {
    "final_layout": {
        "syn_to_final_growth_pct": 116,
        "largest_register_ffs": 8,
        "fill_cells": 390,
        "reg_top3": "data_out_and_gate: 8 flops",
        "comb_area_sq_um": 50.0,
        "final_core_util_pct": 15.8,
        "layout.cells.most_common": "clkdlybuf4s50_1",
        "final_cell_mix": "17 x clkdlybuf4s50_1, 8 x and2_1, 8 x dfrtp_1, 8 x clkbuf_2, 3 x clkbuf_4",
        "top_register": "data_out_and_gate",
        "drive_above_1_share_pct": 25.0,
        "stdcell_area_sq_um": 541,
        "regArea_sq_um": 200,
    },
    "worst_setup_path": {
        "critical_path.top_delay_family": "flip-flops",
        "cp_max_fo": 1,
        "slowest_stage": "dfrtp_1",
        "crit_path_start_kind": "flop",
        "crit_chain": "clkbuf_2",
        "crit_required_ps": 800,
        "path_class": "flop to output port",
        "cp_num_buf_inv": 1,
        "cpPeakStageDelay_ps": 370,
        "endpoint_kind": "output port",
        "cp.arrival_ps": 700,
    },
    "yosys": {
        "xor_share_pct": 0,
        "syn_area_per_cell_sq_um": 15.6,
        "ys_cells": 16,
        "ys_warn_count": 1,
        "post_synth_num_cell_types": 2,
        "yosys_area_sq_um": 250,
        "ys.flops": 8,
        "compound_area_share_pct": 0,
        "synth_cells": 16,
        "synthSimpleGateAreaFrac_pct": 20.0,
        "adder_share_pct": 0,
        "mux_share_pct": 0,
        "postSynthSeqShare_pct": 80.0,
        "synth_area_sq_um": 250,
        "logic_family": "simple AND/OR/NAND/NOR gates",
    },
    "timing": {
        "slew_headroom_pct": 75.3,
        "setup_tns_ps": 0,
        "post-route-period-util_pct": 90.2,
        "min_period_ps": 902,
        "rsz0062_at_grt": "no",
        "holdWs_ps": 239,
        "finalSetupViolCount": 0,
        "finalMaxSlewViolations": 0,
        "tightest_slew_ps": 369,
        "fmax_mhz": 1110,
        "hold_viol": 0,
        "final.setup.worst_slack_ps": 98.4,
    },
    "drt": {
        "avgViaCountPerCell": 2.38,
        "routed_wl_um": 878,
        "ant_nets": 0,
        "firstDrtPassIters": 2,
        "n_antenna_cell": 0,
        "drc_errors": 0,
        "drt_iter0_markers": 4,
        "routedWlPerCell_um": 9.76,
        "vias": 214,
    },
    "grt": {
        "grt_use_total_pct": 2.56,
        "grt_pass1_vias": 263,
        "grt_pass1_wl_um": 1320,
        "grt_max_degree": 9,
        "antenna_found_initial": 0,
        "globalRouteOverflowTotal": 0,
    },
    "clock_tree": {
        "cts_buffers": 3,
        "clk_pin_slew_ps": 50,
        "cts.htree.levels": 1,
        "clockBufferDepth": 2,
        "cts_tree": "done",
        "clock_tree.root_cell": "clkbuf_4",
        "cts_hold_buf": 0,
        "cts_setup_buffers": 0,
        "clock_sinks": 8,
    },
    "run_status": {
        "status": "completed",
    },
    "job": {
        "warning_count": 25,
        "cap_viol_max_count": 0,
    },
    "floorplanning": {
        "core_sq_um": 3420,
        "fp_util_pct": 7.33,
        "dieArea_sq_um": 6400,
        "rows": 21,
        "num_io_pins": 26,
        "die_w_um": 80,
        "dieHeight_um": 80,
    },
    "placement": {
        "dp_slack_ps": 14.5,
        "place_congestion": 0.664,
        "portBuffers": 25,
        "placed_area_sq_um": 558,
    },
    "pwr": {
        "p_per_area_nw_per_um2": 1240,
        "p_leak_nw": 0.240,
        "ir_worst_vdd_mv": 0.228,
    },
    "min_path": {
        "hold_class": "primary input to async pin",
    },
}
==> how the worst max path moves through the flow <==
| stage | from | to | slack (ps) | cells after the start |
|---|---|---|---|---|
| 6_report | data_out_and_gate[7] | data_out_and_gate[7] | 100 | 1 |
| 5_1_grt | data_out_and_gate[7] | data_out_and_gate[7] | 60 | 1 |
| 4_1_cts | data_out_and_gate[7] | data_out_and_gate[7] | 2 | 1 |
==> cell families (layout without fill, tap and decap cells) <==
family        Yosys count  count (layout)
simple gates            8               8
flops                   8               8
buf+inv                 0              28
==> timing repair <==
action,CTS,global route
resized,16,8
hold endpoints to repair,0,0
setup endpoints to repair,8,8
==> cell usage after synthesis <==
master,number,area share [%]
and2_1,8,20
dfrtp_1,8,80
==> power by group <==
group	internal, mW	total, mW	switching, mW
Sequential	0.341	0.345	0.00432
Clock	0.136	0.231	0.0943
Combinational	0.0752	0.0949	0.0198
Total	0.552	0.670	0.118
==> routing by layer <==
metal | track usage (%) | part of all wire [%] | vias to the layer above
met3 | 0.455 | 4.4 | 2
met2 | 4.74 | 60 | 7
met5 | 0 | 0 | -
met1 | 2.64 | 33 | 101
li1 | - | - | 104
met4 | 1.41 | 3.1 | 0
==> cell type report <==
class	instances	area share (%)
Tap cell	46	10.6
Timing Repair Buffer	25	38.9
Clock buffer	3	4.17
Multi-Input combinational cell	8	9.26
Sequential cell	8	37.0
==> per-stage QoR <==
| step | power, mW | std cells |
|---|---|---|
| floorplan | 0.356 | 16 |
| global placement | 0.462 | 87 |
| detailed placement | 0.465 | 87 |
| CTS | 0.695 | 90 |
| global route | 0.712 | 90 |
| finish | 0.670 | 90 |
Power figures rest on the tool's default switching activity, not on a simulated workload.
